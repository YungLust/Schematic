--- run.sh ---
#!/bin/bash
# OpenROAD 26Q1-2900-gdf79404cd8, Yosys 0.63+post, stock flow scripts
make -C /OpenROAD-flow-scripts/flow DESIGN_CONFIG=/design/flow/config.mk WORK_HOME=/design/flow/orfs finish
--- constraint.sdc ---
current_design alb

set clk_period 8.3
set clk_io_pct 0.2

create_clock -name clk0 -period $clk_period

set non_clock_inputs [all_inputs -no_clocks]
set_input_delay [expr $clk_period * $clk_io_pct] -clock clk0 $non_clock_inputs
set_output_delay [expr $clk_period * $clk_io_pct] -clock clk0 [all_outputs]
--- config.mk ---
export PLATFORM = sky130hd
export DESIGN_NAME = alb
export DESIGN_NICKNAME = alb
export VERILOG_FILES = /design/flow/design.v
export SDC_FILE = /design/flow/constraint.sdc
export NUM_CORES = 4
export LEC_CHECK = 1
export CORE_AREA = 10 10 91 91
export DIE_AREA = 0 0 101 101
--- design.v ---
module adder (
	input [9:0] A, B,
	input CI,
	output [9:0] SUM,
	output CO
);
	assign {CO, SUM} = A + B + CI;
endmodule
module alb (
	input [9:0] A, B,
	input CI,
	input [2:0] ALB_MI,
	output [9:0] F,
	output CO, VO, NO, ZO
);
	wire [9:0] add_res, sub_res, or_res, and_res, xor_res;
	wire co_add, co_sub;
	adder ADD (.A(A), .B(B), .CI(CI), .SUM(add_res), .CO(co_add));
	subtractor SUB (.A(A), .B(B), .CI(CI), .DIFF(sub_res), .CO(co_sub));
	logic_units LOG (.A(A), .B(B), .OR_R(or_res), .AND_R(and_res), .XOR_R(xor_res));
	mux8to1 MUX (
		.sel(ALB_MI),
		.in0(add_res),
		.in1(sub_res),
		.in2(sub_res),
		.in3(or_res),
		.in4(and_res),
		.in5(and_res),
		.in6(xor_res),
		.in7(xor_res),
		.out(F)
	);
	assign CO = (ALB_MI == 3'b000) ? co_add :
			(ALB_MI == 3'b001 || ALB_MI == 3'b010) ? co_sub : 0;
	assign NO = F[9];
	assign ZO = (F == 10'b0);
	assign VO = CO ^ F[9];  
endmodule
module logic_units (
	input [9:0] A, B,
	output [9:0] OR_R,
	output [9:0] AND_R,
	output [9:0] XOR_R
);
	assign OR_R = A | B;
	assign AND_R = A & B;
	assign XOR_R = A ^ B;
endmodule
module mux8to1 (
	input [2:0] sel,
	input [9:0] in0, in1, in2, in3, in4, in5, in6, in7,
	output reg [9:0] out
);
	always @(*) begin
		case (sel)
			3'b000: out = in0;
			3'b001: out = in1;
			3'b010: out = in2;
			3'b011: out = in3;
			3'b100: out = in4;
			3'b101: out = in5;
			3'b110: out = in6;
			3'b111: out = in7;
			default: out = 10'b0;
		endcase
	end
endmodule
module subtractor (
	input [9:0] A, B,
	input CI,
	output [9:0] DIFF,
	output CO
);
	assign {CO, DIFF} = A + (~B) + CI;
endmodule
==> flow_summary.json <==
{
  "status": "complete, no violations",
  "worst_ir_drop_vdd_uv": 27.9,
  "synth.cellmix.simpleShare": 0.200,
  "net-switching-power_mw": 0.0697,
  "route.antenna.diode_count": 0,
  "routabilityCongestion": 0.878,
  "fp_util": 0.272,
  "criticalPathCategory": "in -> out",
  "drcViolationCount": 0,
  "final_hold_violation_tally": 0,
  "post-synth-top-area-cell": "sky130_fd_sc_hd__ha_1",
  "drt_wl_total_um": 4950,
  "share_of_the_clock_period_used_by_the_worst_path": 0.798,
  "synthXorXnorAreaFrac": 0.0152,
  "arrival_ps": 4970,
  "power.internal_mw": 0.0728,
  "globalRouteTotalUtil": 0.0945,
  "seq_power_share": 0,
  "drt_first_pass_iters": 4,
  "area_leaders": "sky130_fd_sc_hd__ha_1, sky130_fd_sc_hd__inv_1, sky130_fd_sc_hd__a21oi_1",
  "synth_largest_type_area_fraction": 0.210,
  "power_mw": 0.143,
  "timing.max_slew.rel_slack": 0.558,
  "grt_setup_unrepaired": "no",
  "nFillCells": 666,
  "ys_cells": 231,
  "final-setup-viol-count": 0,
  "cp_max_fo": 10,
  "area_growth_pct": 21.2,
  "synthTopLogicFamily": "AND-OR/OR-AND gates",
  "compound_area_frac": 0.329,
  "synth.yosys.warnings": 1,
  "post_cts.resized_instances": 0,
  "final_core_util": 0.330,
  "worst_setup_path_end_kind": "output pin",
  "placeableCoreArea_um2": 6350,
  "detailedRoute.firstIterationViolations": 137,
  "ant_nets": 0,
  "design.seq.count": 0,
  "yosys_stat_area_um2": 1730,
  "logic_area_um2": 1490,
  "report.final.slew_viol_count": 0,
  "worst_slew_pin_slew_ps": 657,
  "synth_cells": 231,
  "number_of_antenna_violations_at_the_first_check_in_global_routing": 0,
  "number_of_port_buffers": 38,
  "cts_hold_buffers": 0,
  "layout.clock_buffers": 0,
  "setup_total_negative_slack_ps": 0,
  "syn_area_per_cell_um2": 7.48,
  "dr_total_vias": 1741,
  "stage_log_warnings": 52,
  "grt_pass1_vias": 1639,
  "min_period_ps": 6630,
  "worst_slack_ps": 1670,
  "power.leakage_nw": 0.959,
  "synth_cell_types": 62,
  "die_area_um2": 10200,
  "grt-ovfl-total": 0,
  "dpl.hpwl_um": 3970,
  "global_route_wire_length_before_repair_um": 8230,
  "area_fraction_in_full_adders_half_adders_and_majority_gates": 0.256,
  "p_per_area_nw_per_um2": 68.1,
  "cts_setup_buffers": 0,
  "layout-drive-gt1-share": 0.0817,
  "wire_per_inst_um": 14.8,
  "power_frac_clock": 0,
  "die-height_um": 101,
  "cp.required_ps": 6640,
  "avgViaCountPerCell": 5.21,
  "rows": 29,
  "yosys.stat.seqShare": 0,
  "area_of_the_mapped_netlist_um2": 1730,
  "area.sequential_um2": 0,
  "crit_path_start_kind": "primary input",
  "dp_worst_setup_slack_ps": 1590,
  "grt_max_degree": 26,
  "power_frac_comb": 1.000,
  "max_cap_violations": 0,
  "max_frequency_ghz": 0.151,
  "synthMuxAreaShare": 0.0594,
  "die_width_um": 101,
  "num_io_pins": 38,
  "switching_share": 0.489,
  "min-delay-path-class": "in -> out"
}
==> synthesized netlist by cell type (all sizes together), types with 3 or more instances <==
master  number
fa           4
a22o         3
nand2b       8
a21o         4
nor2        12
o22ai        4
nor3         6
xor2         3
a21oi       16
inv         31
or2          4
mux2i        8
a221o        4
a221oi       3
o211ai       3
o211a        3
o21ai       11
o31ai        4
o221ai       3
clkbuf       6
nand3        3
ha          29
buf          8
a211oi       3
nand2       14
==> routing by layer <==
| layer | routed length [um] | track usage |
|---|---|---|
| met1 | 2380 | 0.140 |
| met2 | 2200 | 0.147 |
| met3 | 333 | 0.0139 |
| met4 | 29 | 0.00536 |
| met5 | 0 | 0 |
==> through the flow <==
stage / cell area, um2 / cells / hold WS, ps
after global routing: 2090 / 334 / 4560
after detailed placement: 2090 / 334 / 4520
after global placement: 2090 / 334 / 4540
after floorplan: 1730 / 231 / 3550
final: 2090 / 334 / 4510
after CTS: 2090 / 334 / 4530
==> kinds of logic after synthesis <==
family / after synthesis
compound gates: 78
xor+xnor: 3
fa+ha+maj: 33
buf+inv: 45
mux: 10
simple gates: 62
==> cell usage in the layout, fill, tap and decap left out, types with 4 or more instances in the layout <==
cell,Yosys,layout
sky130_fd_sc_hd__clkdlybuf4s50_1,0,38
sky130_fd_sc_hd__inv_1,31,31
sky130_fd_sc_hd__ha_1,29,29
sky130_fd_sc_hd__a21oi_1,16,16
sky130_fd_sc_hd__nand2_1,13,13
sky130_fd_sc_hd__nor2_1,11,11
sky130_fd_sc_hd__o21ai_0,11,11
sky130_fd_sc_hd__nand2b_1,8,8
sky130_fd_sc_hd__mux2i_1,8,8
sky130_fd_sc_hd__nor3_1,6,6
sky130_fd_sc_hd__o31ai_1,4,4
sky130_fd_sc_hd__o22ai_1,4,4
sky130_fd_sc_hd__fa_1,4,4
==> critical path, stage by stage <==
cell and delay [ps]:
sky130_fd_sc_hd__clkdlybuf4s50_1 510, sky130_fd_sc_hd__inv_1 60, sky130_fd_sc_hd__ha_1 450, sky130_fd_sc_hd__nand2_1 80, sky130_fd_sc_hd__o21ai_0 530, sky130_fd_sc_hd__a21oi_1 210
sky130_fd_sc_hd__o211a_1 250, sky130_fd_sc_hd__a2bb2oi_1 180, sky130_fd_sc_hd__nor4_1 330, sky130_fd_sc_hd__and4bb_1 240, sky130_fd_sc_hd__clkdlybuf4s50_1 460
==> power groups by stage <==
stage         combinational (mW)  clock (mW)  sequential (mW)
CTS                        0.144           0                0
global route               0.160           0                0
finish                     0.143           0                0
==> layout make-up <==
| type | instances | area share |
|---|---|---|
| well taps | 77 | 0.0460 |
| repair buffers | 40 | 0.189 |
| multi-input cells | 186 | 0.710 |
| inverters | 31 | 0.0556 |
==> path summary, 6_finish.rpt <==
path	from	endpoint	slack, ps	depth (start not counted)
hold / removal	ALB_MI[2]	F[0]	4510	4
setup / recovery	A[2]	ZO	1670	11
Power figures rest on the tool's default switching activity, not on a simulated workload.
