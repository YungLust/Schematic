--- ./design.v ---
module demultiplex (
	input  [3:0] data_in,  
	input  [2:0] selector,  
	output reg [3:0] data_out0,
	output reg [3:0] data_out1,
	output reg [3:0] data_out2,
	output reg [3:0] data_out3,
	output reg [3:0] data_out4
);
always @(*) begin
	data_out0 = 4'b0000;
	data_out1 = 4'b0000;
	data_out2 = 4'b0000;
	data_out3 = 4'b0000;
	data_out4 = 4'b0000;
	case (selector)
		3'd0: data_out0 = data_in;
		3'd1: data_out1 = data_in;
		3'd2: data_out2 = data_in;
		3'd3: data_out3 = data_in;
		3'd4: data_out4 = data_in;
		default: ;  
	endcase
end
endmodule
--- ./run.sh ---
#!/bin/bash
# OpenROAD 26Q1-2900-gdf79404cd8, Yosys 0.63+post, stock flow scripts
make -C /OpenROAD-flow-scripts/flow DESIGN_CONFIG=/design/flow/config.mk WORK_HOME=/design/flow/orfs finish
--- ./config.mk ---
export PLATFORM = sky130hd
export DESIGN_NAME = demultiplex
export DESIGN_NICKNAME = demultiplex
export VERILOG_FILES = /design/flow/design.v
export SDC_FILE = /design/flow/constraint.sdc
export NUM_CORES = 4
export LEC_CHECK = 1
export CORE_AREA = 10 10 70 70
export DIE_AREA = 0 0 80 80
--- ./constraint.sdc ---
current_design demultiplex

set clk_period 1.0
set clk_io_pct 0.2

create_clock -name clk0 -period $clk_period

set non_clock_inputs [all_inputs -no_clocks]
set_input_delay [expr $clk_period * $clk_io_pct] -clock clk0 $non_clock_inputs
set_output_delay [expr $clk_period * $clk_io_pct] -clock clk0 [all_outputs]
==> run summary <==
Implementation progress

The routed layout reports a DRC error count of 0. The average instance in the mapped netlist occupies around 11 µm². The number of diodes stands at 0. The arrival time of data at the worst endpoint is listed as 0.86 ns.

For this design, the CTS-stage hold fixing added 0 buffers. The number of max-cap violations stands at 0. The number of antenna violations at the first check in global routing stands at 0. In the routed layout, each cell is associated on average with a via count of 3.61. According to the I/O placement log, the pin count is 27.

The yosys stat cell total stands at 26. The chip area in the Yosys report stands at 289 µm². Per the detail_route log, the uppermost layer with routed signals is met3. The count of final setup violators stands at 16.

In this run the tool buffered the top-level ports with 27 buffer cells. At the floorplan stage, the core utilization is reported as 8.46%. The combinational share of power stands at roughly 100%.

The die is 80 µm tall. The adder and majority cell fraction of the synthesized area stands at 0%. The number of global-route vias before repair stands at 428. Sorting the synthesized cells by how often they occur yields sky130_fd_sc_hd__and4bb_2 (12), sky130_fd_sc_hd__and4b_1 (4), sky130_fd_sc_hd__buf_2 (4), sky130_fd_sc_hd__nor4b_2 (4). After detailed routing, the met2 layer carries 963 µm of wire. Detailed routing inserted a total of 383 vias. The sequential power share stands at 0%. The launch point of the worst min-delay path is recorded as selector[0]. The checks that failed: setup timing. STA classifies the critical path startpoint as an input pin.

Detailed-route iteration 0 reported a violation count of 1. Ranked by total cell area, the synthesized netlist is headed by sky130_fd_sc_hd__and4bb_2 (52%), sky130_fd_sc_hd__nor4b_2 (21%), sky130_fd_sc_hd__and4b_1 (14%), sky130_fd_sc_hd__buf_2 (6.9%), sky130_fd_sc_hd__buf_6 (3.9%). Per the GRT congestion report, total overflow comes to 0.

The setup path with the least slack is of type input pin to output pin. Yosys shows that the main logic family after synthesis is simple AND/OR/NAND/NOR gates. Wire segments on met3 add up to 32 µm in the final route. Setup repair after global routing could not meet its margin everywhere. Looking at the critical path, the highest net fanout was 5. The flow reported a cell area power density of 341 nW/µm². The clock buffer count in the final layout stands at 0. By instance count, the leading cell after synthesis is sky130_fd_sc_hd__and4bb_2. The share of synthesized area in the top cell type comes to 51.9%.

The area growth from synthesis to layout stands at 180%. For reference, the final report shows the max-slew violation count at 0. The simple-gate portion of the synthesized area stands at 86.6%. The chip area stands at approximately 6400 µm².

The share of synthesized area spent on multiplexers stands at 0%. The area of all sequential standard cells stands at 0 µm². Per the STA report, the cell with the highest stage delay on the worst path is sky130_fd_sc_hd__nor4b_4. Adding up every negative setup slack in the final design gives -0.307 ns. The count of sequential standard cells stands at 0. The overall fraction of global-route tracks in use stands at under 10%.

The final timing report lists a hold violation count of 0. The global-route wire length before repair stands at between 2000 and 2500 µm. In this run the worst hold path is classified as input pin to output pin. STA classifies the critical path endpoint as an output pin. The total area inside the core boundary comes to 3420 µm². The internal power of the cells stands at 0.184 mW.

The synthesized instance count stands at 26. The count of tool warnings stands at 34. In this run, the synthesized area fraction spent on AND-OR/OR-AND gates is recorded as 0%. The maximum number of pins on one net before global-route repair stands at 6. The part of the Yosys area used for sequential elements stands at 0%. The last weighted congestion value of the routability-driven placer stands at 0.610. Once routing completed, OpenROAD measured the worst setup slack at -0.0558 ns. The floorplan has 21 rows. For reference, the critical path is captured by data_out0[2].

The post-detailed-route wirelength per cell stands at approximately 15 µm. The power report attributes to the clock group a share of 0%. The run finished, with violations left. The die is 80 µm wide. The net switching power stands at 0.0914 mW.

The met1 routed wirelength after detailed routing stands at 643 µm. For reference, the critical path is launched at selector[0]. After Yosys synthesis, XOR and XNOR cells account for 0% of the synthesized area. Derived from the worst setup path, the maximum achievable clock frequency is between 0.9 and 1 GHz. The total detailed-routing wirelength stands at 1640 µm. The post-layout minimum cycle time stands at around 1.1 ns. Switching power as a fraction of the total was reported as 33.2%. The largest voltage drop on the vdd net stands at between 0.00007 and 0.00008 V. The worst slew margin relative to its limit stands at 87.9%. Walking the worst path, the cells encountered are buf_12 > buf_8 > buf_6 > nor4b_4 > buf_2. The largest single stage delay on the critical path is between 0.15 and 0.2 ns. The leakage power summed over all cells stands at around 0.38 nW. The number of nets with antenna violations after detailed routing stands at 0. The synthesized netlist contains 6 unique library cells. The warning tally printed by Yosys for this design is 1. The final cycle utilization of the critical path stands at 106%. The cell type that accounts for the most area after synthesis is sky130_fd_sc_hd__and4bb_2. Data on the critical path is required at its endpoint by around 0.80 ns.

Per the final layout report, the fraction of cells sized above drive strength 1 comes to 86.7%. For this run the detailed placement stage logged an HPWL of approximately 910 µm. The cell area after technology mapping stands at 289 µm². The transition time of the tightest slew-check pin stands at between 0.15 and 0.2 ns. According to the report, the first pass of detailed routing completed in 3 iterations.

The tightest hold path in the finished design has a slack of around 0.75 ns.
## placed cells by master, fill, tap and decap left out, drive strengths merged
| master | instances |
|---|---|
| nor4b | 4 |
| buf | 36 |
| clkdlybuf4s15 | 4 |
| and4b | 4 |
| and4bb | 12 |
## stage by stage
step	area, µm²	cells	power [mW]	setup WS, ns	util (%)
2_1_floorplan	289	26	0.0637	0.221	-
3_3_place_gp	633	97	0.159	-0.786	18.5
3_5_place_dp	633	97	0.161	-0.810	18.5
4_1_cts	791	106	0.268	-0.0694	23.2
5_1_grt	808	106	0.290	-0.0927	23.7
6_report	808	106	0.275	-0.0558	23.7
## kinds of logic after synthesis
group                  after synthesis
buffers and inverters                6
AND/OR/NAND/NOR                     20
## critical path: cells and delay by family
kind	cells	cell delay (ns)
buffers and inverters	4	0.47
AND/OR/NAND/NOR	1	0.19
## worst min-delay path by stage
stage               to  slack, ns  cells after the start
4_1_cts   data_out0[1]       0.76                      4
5_1_grt   data_out0[1]       0.76                      4
6_report  data_out0[1]       0.75                      4
## area by class of cell
type / instances / area, µm²
fillers: 376 / 2610
well taps: 46 / 57.6
multi-input cells: 20 / 285
repair buffers: 40 / 465
## power groups by stage
| stage | Sequential, mW | Clock (mW) | Combinational (mW) |
|---|---|---|---|
| finish | 0 | 0 | 0.275 |
| global route | 0 | 0 | 0.290 |
| CTS | 0 | 0 | 0.268 |
## timing repair
| action | in CTS | in global routing |
|---|---|---|
| gates cloned | 8 | 0 |
| pin swaps | 15 | 1 |
| buffers inserted | 1 | 0 |
| endpoints found under the hold margin | 0 | 0 |
| gates resized | 108 | 3 |
| setup endpoints to repair | 20 | 16 |
## layer usage
layer	vias to the layer above	track usage, %
li1	185	-
met1	191	5.41
met2	7	9.95
met3	0	0.568
met4	0	0.176
met5	-	0
Power figures rest on the tool's default switching activity, not on a simulated workload.
