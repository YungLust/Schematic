==> design.v <==
module bitsum (A, B, S, Cin, Cout);
	input A, B, Cin;
	output S, Cout;
	wire A, B, S, Res;
	wire c1, c2, Cin, Cout;
	xor(Res, A, B);
	and(c1, A, B);
	xor(S, Cin, Res);
	and(c2, Cin, Res);
	or(Cout, c1, c2);
endmodule
module my_sum5 (Ain, Bin, Ci, Sout, Co);
	input [4:0] Ain, Bin;
	input Ci;
	output [4:0] Sout;
	output Co;
	wire [4:0] Sout;
	wire [4:0] C;
	bitsum sum0(Ain[0], Bin[0], Sout[0], Ci, C[0]);
	bitsum sum1(Ain[1], Bin[1], Sout[1], C[0], C[1]);
	bitsum sum2(Ain[2], Bin[2], Sout[2], C[1], C[2]);
	bitsum sum3(Ain[3], Bin[3], Sout[3], C[2], C[3]);
	bitsum sum4(Ain[4], Bin[4], Sout[4], C[3], Co);
endmodule
==> run.sh <==
#!/bin/bash
# OpenROAD 26Q1-2900-gdf79404cd8, Yosys 0.63+post, stock flow scripts
make -C /OpenROAD-flow-scripts/flow DESIGN_CONFIG=/design/flow/config.mk WORK_HOME=/design/flow/orfs finish
==> config.mk <==
export PLATFORM = sky130hd
export DESIGN_NAME = my_sum5
export DESIGN_NICKNAME = my_sum5
export VERILOG_FILES = /design/flow/design.v
export SDC_FILE = /design/flow/constraint.sdc
export NUM_CORES = 4
export LEC_CHECK = 1
export CORE_AREA = 10 10 70 70
export DIE_AREA = 0 0 80 80
==> constraint.sdc <==
current_design my_sum5

set clk_period 3.8
set clk_io_pct 0.2

create_clock -name clk0 -period $clk_period

set non_clock_inputs [all_inputs -no_clocks]
set_input_delay [expr $clk_period * $clk_io_pct] -clock clk0 $non_clock_inputs
set_output_delay [expr $clk_period * $clk_io_pct] -clock clk0 [all_outputs]
==> report_table.html <==
<p>Metrics extracted from the flow reports.</p>
<table>
<tr><th>Metric</th><th>Value</th></tr>
<tr><th colspan="2">Run status</th></tr>
<tr><td>Outcome</td><td>finished, final reports clean</td></tr>
<tr><th colspan="2">STA</th></tr>
<tr><td>Minimum clock period</td><td>3.71 ns</td></tr>
<tr><td>Timing-limited maximum frequency</td><td>270 MHz</td></tr>
<tr><td>RSZ-0062 raised after global routing</td><td>false</td></tr>
<tr><td>Count of pins over their slew limit</td><td>0</td></tr>
<tr><td>Slew of the pin with the lowest slew margin</td><td>0.0959 ns</td></tr>
<tr><td>Final hold violation count</td><td>0</td></tr>
<tr><td>TNS Setup</td><td>0 ns</td></tr>
<tr><td>Relative slew margins</td><td>93.6%</td></tr>
<tr><td>Setup-violating endpoint count in the final report</td><td>0</td></tr>
<tr><td>Period utilisation layout</td><td>97.5%</td></tr>
<tr><th colspan="2">Finish</th></tr>
<tr><td>Share of final-layout standard cells stronger than drive strength 1</td><td>23.3%</td></tr>
<tr><td>Commonest non-fill, non-tap cell in the layout</td><td>clkdlybuf4s50_1</td></tr>
<tr><td>Synthesis-to-layout area growth</td><td>115%</td></tr>
<tr><td>Fillers</td><td>404</td></tr>
<tr><td>Clock buffer cells</td><td>0</td></tr>
<tr><td>Number of sequential cells</td><td>0</td></tr>
<tr><td>Post-layout utilization of the core</td><td>10.5%</td></tr>
<tr><td>Commonest cells after routing, fill and taps aside</td><td>12 x clkdlybuf4s50_1, 7 x inv_1, 5 x fa_2</td></tr>
<tr><td>Seq. cell area</td><td>0 um^2</td></tr>
<tr><td>Cell Count, Final, Fillers Out</td><td>76</td></tr>
<tr><td>Post-route cell area</td><td>360 um^2</td></tr>
<tr><th colspan="2">Routing</th></tr>
<tr><td>DRC Markers</td><td>0</td></tr>
<tr><td>Routed Wire Length</td><td>531 um</td></tr>
<tr><td>Number of vias per cell</td><td>1.75</td></tr>
<tr><td>Total met3 wirelength after detailed routing</td><td>126 um</td></tr>
<tr><td>Vias</td><td>133</td></tr>
<tr><td>Drt wl/cell</td><td>6.99 um</td></tr>
<tr><td>Number of antenna diodes</td><td>0</td></tr>
<tr><td>Antenna-violating nets left</td><td>0</td></tr>
<tr><td>Number of optimization iterations in the first detailed-route pass</td><td>2</td></tr>
<tr><td>Iter 0 DRT Violations</td><td>3</td></tr>
<tr><td>Total routed wire length on the met1 layer</td><td>323 um</td></tr>
<tr><td>Met2 Routed Length</td><td>82 um</td></tr>
<tr><td>Top metal layer carrying routed signals</td><td>met3</td></tr>
<tr><th colspan="2">Setup path</th></tr>
<tr><td>Startpoint-to-endpoint class of the critical path</td><td>in2out</td></tr>
<tr><td>CP startpoint kind</td><td>input pin</td></tr>
<tr><td>Sort of element at the end of the critical path</td><td>output port</td></tr>
<tr><td>Data arrival time of the critical path</td><td>2.95 ns</td></tr>
<tr><td>Worst-path maximum fanout</td><td>1</td></tr>
<tr><td>Data required time of the worst path</td><td>3.04 ns</td></tr>
<tr><th colspan="2">Placed design</th></tr>
<tr><td>IO buf count</td><td>17</td></tr>
<tr><td>Placer's final routability congestion estimate</td><td>0.789</td></tr>
<tr><td>DP HPWL</td><td>525 um</td></tr>
<tr><td>Placed Instances</td><td>76</td></tr>
<tr><td>Instance area at placement</td><td>358 um^2</td></tr>
<tr><th colspan="2">Job</th></tr>
<tr><td>OpenROAD warnings</td><td>32</td></tr>
<tr><td>Maximum Capacitance Violations</td><td>0</td></tr>
<tr><th colspan="2">Floorplanning</th></tr>
<tr><td>Overall die width</td><td>80 um</td></tr>
<tr><td>Floorplan die area</td><td>0.00640 mm^2</td></tr>
<tr><td>Height of the die</td><td>80 um</td></tr>
<tr><td>I/O pin count</td><td>17</td></tr>
<tr><td>Core utilization before placement</td><td>4.91%</td></tr>
<tr><td>Core region area</td><td>0.00342 mm^2</td></tr>
<tr><td>Site Rows</td><td>21</td></tr>
<tr><th colspan="2">Worst hold path</th></tr>
<tr><td>Hold Path Class</td><td>in2out</td></tr>
<tr><th colspan="2">Global route</th></tr>
<tr><td>All-layer global routing usage</td><td>1.56%</td></tr>
<tr><td>First-pass GRT wire length</td><td>765 um</td></tr>
<tr><td>Number of antenna violations at the first check in global routing</td><td>0</td></tr>
<tr><td>Pin count of the biggest net entering global routing</td><td>2</td></tr>
<tr><td>Number of global-route vias before repair</td><td>166</td></tr>
<tr><td>Gr ovfl total</td><td>0</td></tr>
<tr><th colspan="2">Logic synthesis</th></tr>
<tr><td>Mean instance size in the synthesized netlist</td><td>9.31 um^2</td></tr>
<tr><td>Post-synth seq share</td><td>0%</td></tr>
<tr><td>Library cells used by synthesis</td><td>3</td></tr>
<tr><td>Mapped Area</td><td>168 um^2</td></tr>
<tr><td>Cells after Synth</td><td>18</td></tr>
<tr><td>Total cell area reported by yosys after synthesis</td><td>168 um^2</td></tr>
<tr><td>Cells in synth_stat.txt</td><td>18</td></tr>
<tr><td>Count of synthesis-stage warnings from yosys</td><td>0</td></tr>
<tr><th colspan="2">Power and ir drop</th></tr>
<tr><td>Static leakage</td><td>0.146 nW</td></tr>
<tr><td>Peak ir drop on the vdd network</td><td>0.0000491 V</td></tr>
<tr><td>Ratio of total power to cell area</td><td>126 mW/mm^2</td></tr>
<tr><th colspan="2">Clock tree</th></tr>
<tr><td>Post-CTS Repair Setup Buffers</td><td>0</td></tr>
</table>
==> metrics by stage <==
| stage | worst slack, ns | hold slack [ns] | total power, W |
|---|---|---|---|
| 2_1_floorplan | 0.358 | 1.73 | 0.0000220 |
| 3_3_place_gp | -0.590 | 2.58 | 0.0000482 |
| 3_5_place_dp | -0.610 | 2.58 | 0.0000487 |
| 4_1_cts | 0.00882 | 2.29 | 0.0000462 |
| 5_1_grt | 0.0101 | 2.39 | 0.0000517 |
| 6_report | 0.0940 | 2.33 | 0.0000453 |
==> per-layer routing <==
layer	GRT usage (%)	vias up
met1	2.88	51
li1	-	65
met3	0.909	0
met4	0	0
met5	0	-
met2	1.28	17
==> final timing paths <==
kind	to	start	cells past startpoint	slack, ns
worst max-delay path	Co	Ain[0]	9	0.09
worst min-delay path	Sout[4]	Bin[4]	5	2.33
==> cell type report <==
| type | instances | area, um^2 | share of cell area [%] |
|---|---|---|---|
| Inverter | 8 | 30.0 | 8.33 |
| Multi-Input combinational cell | 5 | 113 | 31.2 |
| Tap cell | 46 | 57.6 | 16.0 |
| Timing Repair Buffer | 17 | 160 | 44.4 |
==> synthesized netlist by cell type <==
library cell / instances / area (um^2)
buf_4: 5 / 37.5
fa_1: 5 / 100
inv_1: 8 / 30.0
==> where the power goes <==
group          switching (W)  internal (W)
Sequential                 0             0
Clock                      0             0
Combinational      0.0000147     0.0000305
==> critical path, cell delays in order <==
cell and delay (ns):
dlygate4sd2_1 0.25, fa_2 0.39, fa_2 0.37, fa_2 0.34, inv_2 0.06, fa_2 0.18, fa_2 0.17, inv_1 0.03
clkdlybuf4s50_1 0.39
==> cell families after synthesis <==
family | count (synthesis) | share of synthesized area [%]
buf+inv | 13 | 40.3
fa+ha+maj | 5 | 59.7
==> what timing repair did <==
| action | in CTS | in global routing |
|---|---|---|
| hold buffers | 0 | 0 |
| endpoints found under the setup margin | 4 | 2 |
| pin swaps | 5 | 5 |
| resized | 13 | 1 |
No activity file was given, so power comes from the tool's default toggle rates.
